==> flow/design.v <==
`timescale 1ns / 1ps
module ALU_Module(  ans_ex ,  flag_ex , data_out , DM_data ,op_dec , A , B , data_in , clk , reset );
input [15:0] A ,B , data_in ;
input clk , reset;
input [5:0] op_dec;
output reg [15:0] ans_ex , data_out , DM_data ;
output wire [1:0] flag_ex ;
wire [15:0] ans_temp , data_out_buff;
wire [15:0] ADD , RSA;
wire [15:0] overflowAdd;
reg [1:0] flag_prv;
wire carry1 , carry2 , overflow_Flag , zero_flag;
wire [15:0] x;
wire [15:0] ans_temp_t,data_out_temp,DM_data_temp; 
wire [1:0]flag_prv_temp;
assign data_out_buff = (op_dec == 6'b010111) ? A : data_out;
assign x = A >> B[3:0];
assign RSA =   A[15]  == 1'b0    ?  x :
					B[3:0] == 4'b0000 ?  x :								 
					B[3:0] == 4'b0001 ?  { 1'b1 , x[14:0] } :			 
					B[3:0] == 4'b0010 ?  { 2'b1 , x[13:0] } :			 
					B[3:0] == 4'b0011 ?  { 3'b1 , x[12:0] } :			 
					B[3:0] == 4'b0100 ?  { 4'b1 , x[11:0] } :			 
					B[3:0] == 4'b0101 ?  { 5'b1 , x[10:0] } :			 
					B[3:0] == 4'b0110 ?  { 6'b1 , x[9:0] } :			 
					B[3:0] == 4'b0111 ?  { 7'b1 , x[8:0] } :			 
					B[3:0] == 4'b1000 ?  { 8'b1 , x[7:0] } :			 
					B[3:0] == 4'b1001 ?  { 9'b1 , x[6:0] } :			 
					B[3:0] == 4'b1010 ?  { 10'b1 , x[5:0] } :			 
					B[3:0] == 4'b1011 ?  { 11'b1 , x[4:0] } :			 
					B[3:0] == 4'b1100 ?  { 12'b1 , x[3:0] } :			 
					B[3:0] == 4'b1101 ?  { 13'b1 , x[2:0] } :			 
					B[3:0] == 4'b1110 ?  { 14'b1 , x[1:0] } :			 
					B[3:0] == 4'b1111 ?  { 15'b1 , x[0] } : 16'bx;   
assign {carry1 , ADD} = A+ (B ^ {16{op_dec[0]}}) + op_dec[0]; 
assign  overflowAdd = A[14:0] + B[14:0]; 
assign carry2  = overflowAdd[15];
assign overflow_Flag = carry1 ^ carry2;
assign ans_temp = (op_dec == 6'b000000 ) ? ADD :			 
						(op_dec == 6'b000001) ? ADD :			 
						(op_dec == 6'b000010) ? B:				 
						(op_dec == 6'b000100) ? A&B:			 
						(op_dec == 6'b000101) ? A|B:			 
						(op_dec == 6'b000110) ? A^B:			 
						(op_dec == 6'b000111) ? (~B):			 
						(op_dec == 6'b001000) ? ADD:			 
						(op_dec == 6'b001001) ? ADD:			 
						(op_dec == 6'b001010) ? B:				 
						(op_dec == 6'b001100) ? A & B :		 
						(op_dec == 6'b001101) ? A | B :		 
						(op_dec == 6'b001110) ? A  ^ B :		 
						(op_dec == 6'b001111) ? (~B):			 
						(op_dec == 6'b010000) ? ans_ex:		 
						(op_dec == 6'b010001) ? ans_ex :		 
						(op_dec == 6'b010100) ? A :			 
						(op_dec == 6'b010101) ? A :			 
						(op_dec == 6'b010110) ? data_in :	 
						(op_dec == 6'b010111) ? ans_ex :		 
						(op_dec == 6'b011000) ? ans_ex :		 
						(op_dec == 6'b011001) ? A<<B[3:0]:   
						(op_dec == 6'b011010) ? A>>B[3:0]:   
						(op_dec == 6'b011011) ? RSA :			 
						(op_dec == 6'b011100) ? ans_ex :		 
						(op_dec == 6'b011101) ? ans_ex :		 
						(op_dec == 6'b011110) ? ans_ex :		 
						(op_dec == 6'b011111) ? ans_ex  : 16'b0;		 
assign zero_flag  = (ans_temp == 16'b0)? 1'b1 : 1'b0;
assign flag_ex[0] =( (op_dec == 6'b000000) || (op_dec == 6'b000001) || (op_dec == 6'b001000) || (op_dec == 6'b001001) )? overflow_Flag :	 
					          ((op_dec == 6'b011100)  || (op_dec == 6'b011101) || (op_dec == 6'b011110) || (op_dec == 6'b011111)) ? flag_prv[0]:1'b0;	 
assign flag_ex[1]  =  ((op_dec == 6'b010000) || 	(op_dec == 6'b010001) || (op_dec == 6'b010100) || (op_dec == 6'b010101) || (op_dec==6'b010111) || (op_dec==011000)) ? 1'b0 : 
							 ((op_dec == 6'b011100)  || (op_dec == 6'b011101) || (op_dec == 6'b011110) || (op_dec == 6'b011111)) ? flag_prv[1]: zero_flag;	 
assign ans_temp_t=(reset)?ans_temp:16'b0;
assign data_out_temp=(reset)?data_out_buff:16'b0;
assign DM_data_temp=(reset)?B:16'b0;
assign flag_prv_temp=(reset)?flag_ex:2'b0;		
always@(posedge clk)
		begin				
		ans_ex   <= ans_temp_t;					
   	flag_prv <= flag_prv_temp;
		data_out <= data_out_temp;
		DM_data  <= DM_data_temp;
		end
endmodule
==> flow/run.sh <==
#!/bin/bash
# OpenROAD 26Q1-2900-gdf79404cd8, Yosys 0.63+post, stock flow scripts
make -C /OpenROAD-flow-scripts/flow DESIGN_CONFIG=/design/flow/config.mk WORK_HOME=/design/flow/orfs finish
==> flow/config.mk <==
export PLATFORM = sky130hd
export DESIGN_NAME = ALU_Module
export DESIGN_NICKNAME = ALU_Module
export VERILOG_FILES = /design/flow/design.v
export SDC_FILE = /design/flow/constraint.sdc
export NUM_CORES = 4
export LEC_CHECK = 1
export CORE_UTILIZATION = 50
==> flow/constraint.sdc <==
current_design ALU_Module

set clk_period 8.3
set clk_io_pct 0.2

create_clock -name clk0 -period $clk_period [get_ports {clk}]

set non_clock_inputs [all_inputs -no_clocks]
set_input_delay [expr $clk_period * $clk_io_pct] -clock clk0 $non_clock_inputs
set_output_delay [expr $clk_period * $clk_io_pct] -clock clk0 [all_outputs]
==> reports/results.tsv <==
metric	value	unit
CTS resizes	0	
power per cell area	107	nW/µm²
Setup Skew	0.00937	ns
DRT Wirelength	40600	µm
layout cell share with drive strength beyond 1	0.113	
main flop type	dfxtp_1	
total number of vias	10200	
R2R Setup Slk	5.55	ns
antenna viol nets, final	0	
Detailed Route Iter0 Violations	1679	
WHS Path Cells	2	
crit path capture type	output pin	
first-pass GRT wire length	59600	µm
Reg area	1000	µm²
status	complete, no violations	
Layout Area Growth over Synthesis	20.3	%
fin. max-slew vios	0	
Tot GR Track Use	0.512	
Clock Sink Count	50	
Logic area	6270	µm²
HPWL after DPL	29600	µm
drt drc	0	
Post-Syn Instances	1092	
Max FO, Critical Path	37	
final setup violation count	0	
Unique masters post-synth	93	
number of enable flip-flop cells	0	
Hold Crit Start	data_out[9]$_SDFFE_PN0P_	
Avg Inst Size Synth	7.17	µm²
number of global-route vias before repair	9509	
# rows	45	
async set or reset register ratio after synthesis	0	
Die X-Extent	127	µm
Reg clk slew, reported paths	0.08	ns
RSZ-0062 raised after global routing	false	
die height	127	µm
router iterations before antenna repair	8	
Fin. Hold Viols	0	
post-route cell area	9410	µm²
CTS tree	done	
Worst VDD drop	74.3	µV
Longest Clk Path Bufs	2	
critical path class	primary input to output pin	
fmax	125	MHz
CP required	6.64	ns
synthesized chip area reported by yosys	7830	µm²
Initial Util	0.513	
Reg2Reg Depth	8	
die footprint	16200	µm²
crit start category	primary input	
post-place setup slack	0.567	ns
CP arrival	6.36	ns
Warnings, synthesis	1	
Fillers	1369	
CP startpoint	op_dec[0]	
Seq share, synth	0.128	
Lkg Pwr	3.72	nW
ant diodes	0	
stage-log warning count	43	
core area	15300	µm²
per-cell routed wire length	29.3	µm
RePlAce Congestion	1.19	
Post-DP Area	9260	µm²
synthesized area	7830	µm²
number of cells in Yosys stat	1092	
H-tree depth	2	
final core utilization	0.617	
vias per cell	7.37	
cts bufs inserted	5	
actual slew at the worst max-slew pin	1.14	ns
slew margin rel.	0.232	
Max-Cap Viols	0	
initial antenna violation count	0	
Worst Hold Class	flip-flop to flip-flop	
Reg-to-Reg Start	ans_ex[5]$_SDFF_PN0_	
cts-stage hold buffer count	0	
setup TNS	0	ns
postcts setup bufs	0	
largest net degree at the start of global routing	59	
I/O Buffers	105	
grt total ovfl	0	
Final min period	8.02	ns
Final period util	0.966	
CTS root buf	clkbuf_16	
final worst slack	0.284	ns
Worst-Skew Late Latency	0.33	ns
Yosys reg bits	50	
# IOs	106	
flip-flops by register name (all words and copies together), names as in the netlist:
name,cells
DM_data,16
ans_ex,16
data_out,16
flag_prv,2
Yosys cell counts, types with 9 or more instances:
cell type	n	area share
mux2i_1	32	0.041
a2111oi_0	9	0.010
mux4_2	12	0.035
nor2b_1	17	0.014
o211ai_1	24	0.023
o221ai_1	18	0.020
o21ai_0	36	0.023
inv_1	46	0.022
dfxtp_1	50	0.13
ha_1	48	0.077
nand2_1	105	0.050
a31oi_1	13	0.010
and2_1	14	0.011
mux2_2	17	0.024
clkbuf_1	65	0.031
o22ai_1	15	0.012
a21o_1	13	0.012
buf_2	21	0.013
o21a_1	10	0.0096
a211oi_1	17	0.016
nand4_1	16	0.013
nand2b_1	11	0.0088
a221oi_1	19	0.021
nor2_1	108	0.052
a21oi_1	85	0.054
xor2_1	27	0.030
nand3_1	31	0.020
nor3_1	32	0.020
final timing paths:
check / to
worst max register to register: flag_prv[1]$_SDFF_PN0_
worst min-delay path: data_out[9]$_SDFFE_PN0P_
worst max-delay path: flag_ex[1]
worst min register to register: data_out[9]$_SDFFE_PN0P_
layer usage:
metal | vias up | track usage | share of wire
li1 | 4301 | - | -
met1 | 4611 | 0.673 | 0.37
met2 | 1010 | 0.690 | 0.37
met3 | 292 | 0.234 | 0.17
met4 | 0 | 0.298 | 0.085
met5 | - | 0 | 0
through the flow:
step | instances | hold slack, ns | power, W
floorplan | 1092 | 0.422 | 0.000551
global placement | 1377 | 0.443 | 0.000744
detailed placement | 1377 | 0.452 | 0.000742
CTS | 1385 | 0.463 | 0.000979
global route | 1385 | 0.482 | 0.00104
finish | 1385 | 0.460 | 0.00101
cells by family (layout without fill, tap and decap cells):
family / Yosys count / count (layout) / share of synthesized area
mux: 65 / 65 / 0.106
flops: 50 / 50 / 0.128
buf+inv: 145 / 227 / 0.0735
simple gates: 388 / 388 / 0.245
xor+xnor: 30 / 30 / 0.0336
fa+ha+maj: 49 / 49 / 0.0793
compound gates: 365 / 365 / 0.335
where the power goes:
part	switching (W)	internal [W]	total [W]	leakage (nW)
Combinational	0.000306	0.000197	0.000502	3.23
Sequential	0.0000143	0.000251	0.000265	0.409
Clock	0.000126	0.000116	0.000241	0.0748
Total	0.000446	0.000563	0.00101	3.72
cell type report:
type	count	share of cell area
Sequential cell	50	0.106
Timing Repair Buffer	170	0.164
Clock inverter	3	0.00279
Tap cell	211	0.0280
Inverter	49	0.0195
Clock buffer	5	0.0133
Multi-Input combinational cell	897	0.666
critical path, cell delays in order:
cell	delay [ns]
buf_2	0.36
mux2i_1	0.59
inv_1	0.13
fa_1	0.45
a211oi_1	0.51
o21a_1	0.30
nor2_1	0.07
a21oi_1	0.18
xor2_1	0.35
nor2_1	0.08
nor3_1	0.38
nand4b_1	0.18
nor4_1	0.32
buf_4	0.18
a22o_1	0.12
clkdlybuf4s50_1	0.47
cells in the final DEF, fill, tap and decap left out, drive strengths merged, types with 18 or more instances in the layout:
cell and n:
dfxtp 50, o21ai 42, o211ai 24, o221ai 18, nand3 32, nor2 110
ha 48, clkdlybuf4s50 101, xor2 27, a221oi 20, inv 49, nor3 32
mux2i 32, a21oi 86, mux2 21, buf 69, nand2 105
No activity file was given, so power comes from the tool's default toggle rates.
