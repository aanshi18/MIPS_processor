--- run.sh ---
#!/bin/bash
# OpenROAD 26Q1-2900-gdf79404cd8, Yosys 0.63+post, stock flow scripts
make -C /OpenROAD-flow-scripts/flow DESIGN_CONFIG=/design/flow/config.mk WORK_HOME=/design/flow/orfs finish
--- config.mk ---
export PLATFORM = sky130hd
export DESIGN_NAME = dependency_Module
export DESIGN_NICKNAME = dependency_Module
export VERILOG_FILES = /design/flow/design.v
export SDC_FILE = /design/flow/constraint.sdc
export NUM_CORES = 4
export LEC_CHECK = 1
export CORE_UTILIZATION = 30
--- constraint.sdc ---
current_design dependency_Module

set clk_period 2.1
set clk_io_pct 0.2

create_clock -name clk0 -period $clk_period [get_ports {clk}]

set non_clock_inputs [all_inputs -no_clocks]
set_input_delay [expr $clk_period * $clk_io_pct] -clock clk0 $non_clock_inputs
set_output_delay [expr $clk_period * $clk_io_pct] -clock clk0 [all_outputs]
--- design.v ---
`timescale 1ns / 1ps
module dependency_Module(imm,op_dec,RW_dm,mux_sel_A,mux_sel_B,imm_sel,mem_en_ex,mem_rw_ex,mem_mux_sel_dm,ins,clk,reset);
input [31:0] ins;
input clk,reset;
output reg [15:0] imm;
output reg [5:0] op_dec;
output [4:0] RW_dm;
output [1:0] mux_sel_A,mux_sel_B;
output reg imm_sel,mem_en_ex,mem_rw_ex,mem_mux_sel_dm;
wire JMP,Cond_J,LD_fb,Imm,ld,ST;
wire Load_fb_flip_tmp;
wire Load_and,Load_flip_tmp;
wire ST_flip_tmp;
wire ins_flip_tmp;
wire imm_sel_tmp;
wire ld_ST_or,imm_and;
wire mem_rw_ex_tmp,mem_mux_sel_dm_tmp,mem_mux_sel_dm_prv_tmp,mem_en_ex_tmp;
wire [14:0] nor_extend, extend_and;
wire [5:0] op_dec_tmp;
wire [15:0] imm_tmp;
wire cmp_a1, cmp_a2, cmp_a3, cmp_b1, cmp_b2, cmp_b3;
wire and_a1, and_a2, and_b1, and_b2;
reg [4:0] delay1, delay2, delay3, prv1, prv2, prv3;
reg Load_fb_flip, Load_flip, ST_flip, ins_flip, mem_mux_sel_dm_prv;
assign JMP=(~ins[26] & ~ins[27] & ~ins[28]& ins[29] & ins[30] & ~ins[31] );
assign Cond_J=(ins[28]& ins[29] & ins[30] & ~ins[31] );
assign LD_fb=(~ins[26] & ~ins[27] & ins[28]& ~ins[29] & ins[30] & ~ins[31] & ~Load_fb_flip);
assign Imm=( ins[29] & ~ins[30] & ~ins[31] );
assign ld=(~ins[26] & ~ins[27] & ins[28]& ~ins[29] & ins[30] & ~ins[31] );
assign ST=(ins[26] & ~ins[27] & ins[28]& ~ins[29] & ins[30] & ~ins[31] );
assign Load_fb_flip_tmp = (reset) ? LD_fb: 1'b0;
assign Load_and=(ld & ~Load_flip);
assign Load_flip_tmp= (reset) ? Load_and: 1'b0;
assign ST_flip_tmp=(reset)? ST:1'b0;
assign ins_flip_tmp=(reset)?ins[26]:1'b0;
assign imm_sel_tmp=(reset) ? Imm:1'b0;
assign ld_ST_or=(ST_flip | Load_flip);
assign imm_and=(ld_ST_or & ~ins_flip);
assign mem_rw_ex_tmp=(reset)?ins_flip:1'b0;
assign mem_mux_sel_dm_prv_tmp=(reset)?imm_and:1'b0;
assign mem_mux_sel_dm_tmp=(reset)?mem_mux_sel_dm_prv:1'b0;
assign mem_en_ex_tmp=(reset)?ld_ST_or:1'b0;
assign nor_extend = {15{~(JMP | Cond_J | Load_fb_flip)}};
assign extend_and = nor_extend & ins[25:11];
assign op_dec_tmp = (reset) ? ins[31:26] : 6'b0;
assign cmp_a1 = (delay1 == prv1) ? 1'b1 : 1'b0;
assign cmp_a2 = (delay1 == prv2) ? 1'b1 : 1'b0;
assign cmp_a3 = (delay1 == prv3) ? 1'b1 : 1'b0;
assign cmp_b1 = (delay3 == prv1) ? 1'b1 : 1'b0;
assign cmp_b2 = (delay3 == prv2) ? 1'b1 : 1'b0;
assign cmp_b3 = (delay3 == prv3) ? 1'b1 : 1'b0;
assign and_a1 = ~(cmp_a1) & cmp_a2;
assign and_a2 = ~(cmp_a1) & ~(cmp_a2) & cmp_a3;
assign and_b1 = ~(cmp_b1) & cmp_b2;
assign and_b2 = ~(cmp_b1) & ~(cmp_b2) & cmp_b3;
assign mux_sel_A = (cmp_a1) ? 2'b01 : 
						 ((and_a1) ? 2'b10 :
						 ((and_a2) ? 2'b11 : 2'b00));
assign mux_sel_B = (cmp_b1) ? 2'b01 : 
						 ((and_b1) ? 2'b10 :
						 ((and_b2) ? 2'b11 : 2'b00));
assign RW_dm = prv2;
always @ (posedge clk)
begin
Load_fb_flip<=Load_fb_flip_tmp;
Load_flip<=Load_flip_tmp;
ST_flip<=ST_flip_tmp;
ins_flip<=ins_flip_tmp;
imm_sel<=imm_sel_tmp;
mem_rw_ex<=mem_rw_ex_tmp;
mem_mux_sel_dm_prv<=mem_mux_sel_dm_prv_tmp;
mem_mux_sel_dm<=mem_mux_sel_dm_tmp;
mem_en_ex<=mem_en_ex_tmp;
op_dec <= op_dec_tmp;
imm <= (reset) ? ins[15:0] : 16'b0;
delay1 <= (reset) ? extend_and[9:5] : 5'b0;
delay2 <= (reset) ? extend_and[14:10] : 5'b0;
delay3 <= (reset) ? extend_and[4:0] : 5'b0;
prv1 <= (reset) ? delay2 : 5'b0;
prv2 <= (reset) ? prv1 : 5'b0;
prv3 <= (reset) ? prv2 : 5'b0;
end
endmodule
==> impl_metrics.py <==
# Metrics from the implementation run
metrics = {
    "job": {
        "tally_of_openroad_warnings": 26,
        "number_of_max_capacitance_violations_reported": 0,
    },
    "placement": {
        "globalplace.congestion": 0.7823,
        "post-dp-hpwl_um": 2907,
        "placement.setup.worst_slack_ns": 0.1505,
        "count_of_buffers_inserted_at_the_top_level_ports": 68,
        "detailed_place.area_mm2": 0.002823,
    },
    "global_route": {
        "antenna_found_initial": 0,
        "grt_start_max_net_pins": 26,
        "grt_remaining_overflow": 0,
        "first_global_vias": 1411,
        "grt.total_usage": 0.1187,
        "wire_length_of_the_first_global_routing_pass_um": 6492,
    },
    "final_layout": {
        "final_design_area_no_fill_mm2": 0.003067,
        "area.growth.synth_to_final_pct": 49.63,
        "post_route_cells_drive_above_1_share": 0.1769,
        "postLayoutCoreUtil": 0.4748,
    },
    "worst_setup_path": {
        "highest_delay_cell_along_the_critical_path": "o32a_1",
        "r2r_start": "Load_fb_flip",
        "critical_path_cell_count": 4,
        "crit_buf_inv": 1,
        "ff2ff_setup_slack_ns": 1.17,
        "critPathCaptureType": "output pin",
        "endpoint": "mux_sel_B[1]",
        "crit_path_launch": "prv1[4]",
        "critPathMaxStageDelay_ns": 0.37,
        "worstPathMaxFanout": 3,
        "crit_family": "AND-OR/OR-AND gates",
        "cp.arrival_ns": 1.59,
        "cp_cell_sequence": "xnor2_1 -> nand3_1 -> o32a_1 -> dlygate4sd2_1",
        "worstReg2RegEnd": "delay1[2]",
        "worst_ep_required_time_ns": 1.68,
        "timing.reg2reg.worst_path_depth": 2,
        "setup.worst_path.class": "reg2out",
        "crit_path_start_kind": "flip-flop",
    },
    "die": {
        "core_area_mm2": 0.006459,
        "die_y_um": 84.66,
        "die_area_mm2": 0.007166,
        "io_pins": 69,
        "row_count": 29,
        "dieWidth_um": 84.66,
        "floorplan.initialDensity": 0.3173,
    },
    "synth": {
        "ys_seq_frac": 0.5861,
        "synth_stat.cells": 179,
        "yosysWarnings": 1,
        "distinct_cell_type_count_of_the_synthesized_netlist": 22,
        "postSynthAreaPerCell_um2": 11.45,
        "ys_seq_elements": 60,
        "netlist_area_pre_place_mm2": 0.002049,
        "synthCells": 179,
        "synth.yosys.chip_area_mm2": 0.002049,
    },
    "final_timing": {
        "setup_viol": 0,
        "final-hold-violation-count": 0,
        "grt_setup_unrepaired": "no",
        "skew_final_ns": 0.006052,
        "slew_viol_final": 0,
        "layout_setup_ws_ns": 0.09416,
        "final.period_utilization": 0.9552,
        "clock.fmax_mhz": 498.5,
        "maxSlewHeadroom": 0.7464,
        "tightest_slew_ns": 0.3792,
        "period_needed_ns": 2.006,
    },
    "clock_tree": {
        "cts_max_level": 3,
        "ctsRootBufferMaster": "clkbuf_8",
        "cts_tree": "yes",
        "tritoncts.num_buffers": 9,
        "clock.latency.late_pin_ns": 0.33,
        "clock_tree.buffer_depth": 2,
        "cts_num_sinks": 60,
        "clkTransAtPathRegs_ns": 0.07,
    },
    "detailed_routing": {
        "antenna_left": 0,
        "drt_wl_total_um": 4004,
        "dr.pass1.iters": 6,
        "vias": 1397,
        "routed_wire_length_per_instance_um": 11.88,
        "dr.first_iter.drc_count": 33,
        "remaining_drc_errors": 0,
        "insertedDiodeCount": 0,
        "drt-vias-per-instance": 4.145,
    },
    "power_and_ir_drop": {
        "power_density_mw_per_mm2": 797.1,
        "total_leakage_power_nw": 1.265,
        "max-vdd-ir-drop_v": 0.0004360,
    },
    "outcome": {
        "run_status": "complete, no violations",
    },
    "min_path": {
        "hold_class": "reg2reg",
    },
}
## worst register-to-register path: cells and delay by family, from the launching register on
kind | cells | cell delay [ns]
flip-flops | 1 | 0.33
AND/OR/NAND/NOR | 1 | 0.22
AND-OR/OR-AND | 1 | 0.32
## flip-flops by register name, summed over array words and instances (netlist names), 5 cells and up
signal,count
prv2,5
delay1,5
op_dec,6
imm,16
delay2,5
prv1,5
delay3,5
prv3,5
## cell usage after synthesis
master / n / area [µm²]
dfxtp_1: 60 / 1201
and2_1: 44 / 275.3
xnor2_1: 16 / 140.1
xor2_1: 14 / 122.6
and3_1: 12 / 75.07
nand3_1: 7 / 35.03
clkbuf_1: 4 / 15.01
nor3_2: 4 / 40.04
nor2_1: 2 / 7.510
nor3_1: 2 / 10.01
o32a_1: 2 / 20.02
o32ai_1: 2 / 17.52
a31oi_4: 1 / 21.27
buf_4: 1 / 7.510
buf_6: 1 / 11.26
clkbuf_2: 1 / 5.000
inv_1: 1 / 3.750
nor2b_1: 1 / 6.260
nor2b_2: 1 / 8.760
nor3b_1: 1 / 7.510
o21a_1: 1 / 7.510
o21bai_2: 1 / 11.26
## power breakdown
part / internal, mW / switching [mW] / leakage [nW]
clock network: 0.523 / 0.422 / 0.0917
registers: 1.19 / 0.0328 / 0.501
logic: 0.195 / 0.0823 / 0.672
total: 1.91 / 0.537 / 1.26
## cell type report
class	instances	area [µm²]
Fill cell	605	3392
Tap cell	77	96.34
Inverter	1	3.754
Clock buffer	13	168.9
Sequential cell	60	1224
Clock inverter	3	20.02
Multi-Input combinational cell	111	835.8
Timing Repair Buffer	72	718.2
## cell usage in the layout, fill, tap and decap left out, drive strengths merged, types with 6 or more instances in the layout
cell type and count:
and2 44, clkbuf 13, dfxtp 60, xor2 14, xnor2 16, clkdlybuf4s50 64
nor3 6, and3 12, nand3 7
## repair_timing
item / in CTS / in global routing
hold buffers: 0 / 0
pin swaps: 7 / 2
endpoints found under the setup margin: 4 / 1
gates resized: 23 / 2
setup buffers: 1 / 1
## routing by layer
layer / part of all wire / GRT usage / routed length [µm]
met1: 0.47 / 0.1694 / 1867
met5: 0 / 0 / 0
met2: 0.41 / 0.1648 / 1654
met3: 0.11 / 0.06773 / 440
met4: 0.010 / 0.01849 / 42
## through the flow
step           power [mW]  cells  hold WS, ns  setup TNS, ns
2_1_floorplan       1.349    179       0.3982              0
3_3_place_gp        1.522    320       0.4117              0
3_5_place_dp        1.522    320       0.4157              0
4_1_cts             2.480    337       0.4366       -0.03519
5_1_grt             2.573    337       0.4490              0
6_report            2.445    337       0.4295              0
## how the worst min path moves through the flow
stage / startpoint / endpoint / slack (ns) / cells past startpoint
after CTS: delay2[4] / prv1[4] / 0.44 / 1
after global routing: delay2[4] / prv1[4] / 0.45 / 1
final: delay2[4] / prv1[4] / 0.43 / 1
## cell families after synthesis
| group | synth area share |
|---|---|
| simple gates | 0.2271 |
| flops | 0.5861 |
| compound gates | 0.03785 |
| buf+inv | 0.02075 |
| xor+xnor | 0.1282 |
No activity file was given, so power comes from the tool's default toggle rates.
