<file path="flow/design.v">
`timescale 1ns / 1ps
module Register_Bank_Module(A, B, ans_ex, ans_dm, ans_wb, imm, RA, RB, RW_dm, mux_sel_A, mux_sel_B, imm_sel, clk);
output [15:0] A, B;
input [15:0] ans_ex, ans_dm, ans_wb, imm;
input [4:0] RA, RB, RW_dm;
input [1:0] mux_sel_A, mux_sel_B;
input imm_sel, clk;
wire [15:0] BI;
reg [15:0] AR, BR;
reg [15:0] reg_bank [0:31];
assign A = (mux_sel_A == 2'b00) ? AR :
			  ((mux_sel_A == 2'b01) ? ans_ex : 
			  ((mux_sel_A == 2'b10) ? ans_dm : ans_wb
			  ));
assign BI = (mux_sel_B == 2'b00) ? BR :
			  ((mux_sel_B == 2'b01) ? ans_ex : 
			  ((mux_sel_B == 2'b10) ? ans_dm : ans_wb
			  ));
assign B = (imm_sel) ? imm : BI;
always@(posedge clk)
begin
	AR <= reg_bank[RA];
	BR <= reg_bank[RB];
	reg_bank[RW_dm] <= ans_dm;
end
endmodule
</file>
<file path="flow/run.sh">
#!/bin/bash
# OpenROAD 26Q1-2900-gdf79404cd8, Yosys 0.63+post, stock flow scripts
make -C /OpenROAD-flow-scripts/flow DESIGN_CONFIG=/design/flow/config.mk WORK_HOME=/design/flow/orfs finish
</file>
<file path="flow/config.mk">
export PLATFORM = sky130hd
export DESIGN_NAME = Register_Bank_Module
export DESIGN_NICKNAME = Register_Bank_Module
export VERILOG_FILES = /design/flow/design.v
export SDC_FILE = /design/flow/constraint.sdc
export NUM_CORES = 4
export LEC_CHECK = 1
export CORE_UTILIZATION = 30
</file>
<file path="flow/constraint.sdc">
current_design Register_Bank_Module

set clk_period 3.3
set clk_io_pct 0.2

create_clock -name clk0 -period $clk_period [get_ports {clk}]

set non_clock_inputs [all_inputs -no_clocks]
set_input_delay [expr $clk_period * $clk_io_pct] -clock clk0 $non_clock_inputs
set_output_delay [expr $clk_period * $clk_io_pct] -clock clk0 [all_outputs]
</file>
==> out/qor.log <==
[outcome] run status finished clean
[cts] Clock Pin Slew Worst Setup and Hold Paths 60 ps
[logic_synthesis] top cells by instance count after synthesis 512 x sky130_fd_sc_hd__edfxtp_1, 512 x sky130_fd_sc_hd__mux2i_1, 176 x sky130_fd_sc_hd__a22oi_1, 97 x sky130_fd_sc_hd__nand3_1, 50 x sky130_fd_sc_hd__nand2_1
[logic_synthesis] Post-Syn Area 26100 um^2
[critical_path] sum of buffers and inverters on the critical path 4
[final_timing] Fin. Hold Viols 0
[die] Die Span X 297 um
[routing] remaining number of nets flagged by the antenna check after routing 0
[routing] routed via count 17.1k
[die] Top Ports 117
[logic_synthesis] fraction of registers with async set or reset after synthesis 0
[cts] clock tree from TritonCTS built
[critical_path] slowest stage cell on the critical path sky130_fd_sc_hd__mux4_2
[final_timing] actual transition at the worst max-transition pin 587 ps
[routing] routed wire length 82900 um
[final_timing] peak clock frequency supported by timing 322 MHz
[power_and_ir_drop] standby leakage power 0.0115 uW
[routing] post-detailed-route via-to-cell ratio 5.43
[logic_synthesis] yosys adder share 0
[logic_synthesis] share of the synthesized netlist area taken by xor and xnor gates 0
[final_timing] final setup skew 26.8 ps
[final_timing] RSZ-0062 raised after global routing false
[final_timing] final setup vio count 0
[final_timing] number of pins with negative max-slew slack in the final report 0
[logic_synthesis] area fraction in mux cells 0.231
[critical_path] required time at the worst-slack endpoint 2640 ps
[cts] quantity of gates resized following cts 0
[die] num rows 107
[layout] number of fill cells in the layout 7901
[logic_synthesis] Top logic family multiplexers
[logic_synthesis] area leader, netlist sky130_fd_sc_hd__edfxtp_1
[layout] layout cells sized above 1 0.169
[critical_path] total stage count of the critical path 5
[logic_synthesis] post-synth tally of flip-flops with integrated enable 512
[power_and_ir_drop] maximum VDD drop 393 uV
[die] Total Die Area 88300 um^2
[critical_path] largest stage delay on the critical path 490 ps
[final_timing] ratio of final minimum period to clock period 0.941
[logic_synthesis] tally of yosys warning messages 1
[final_timing] clock period minus worst slack 3110 ps
[die] height of the die 297 um
[placed_design] placed wire-length estimate 54800 um
[final_timing] final sum of negative setup slack 0 ps
[global_routing] total congestion overflow after global routing 0
[critical_path] Crit. End Element output port
[die] CORE AREA 85700 um^2
[logic_synthesis] area share of the leading cell type in the synthesized netlist 0.588
[critical_path] path type of the worst setup path in -> out
[global_routing] number of antenna violations at the first check in global routing 6
[critical_path] critical path fanouts, max 33
[global_routing] largest net degree at the start of global routing 68
[die] Pre-Place Util 0.305
[global_routing] first-pass GRT wire length 120000 um
[logic_synthesis] average size of a mapped cell 14.8 um^2
[job] # Max-Cap Violations 0
[logic_synthesis] yosys cell count 1770
[routing] mean routed wirelength per cell 26.3 um
[logic_synthesis] portion of the post-synthesis area used by sequential elements 0.613
[cts] clock root buffer master sky130_fd_sc_hd__clkbuf_16
[logic_synthesis] count of cell types in the netlist 31
[logic_synthesis] Dominant Register Cell sky130_fd_sc_hd__edfxtp_1
[cts] count of clock tree sinks 544
[cts] number of buffers inserted to repair setup after CTS 0
[critical_path] number of cell instances on the worst register-to-register path 6
[job] number of OpenROAD warnings 25
[routing] number of DRC violations after detailed routing 0
[critical_path] kind of cell adding the most delay to the critical path buffers and inverters
[routing] detailed router's first-iteration violation count 957
[routing] total iterations of the first detailed-routing run 6
[critical_path] sequence of cells on the critical path clkdlybuf4s50_1, buf_4, buf_4, mux4_2, clkdlybuf4s50_1
[hold_path] number of cells on the worst hold path 4
[cts] number of buffers added by the clock tree synthesis step 57
[logic_synthesis] flops & latches, synth 544
[critical_path] Crit path arrival time 2450 ps
[cts] largest buffer count on any clock path 3
[global_routing] overall track demand over capacity in global routing 0.197
[cts] CTS H-Tree Depth 2
[power_and_ir_drop] power per cell area 514 nW/um^2
[critical_path] launching element type of the critical path input port
[final_timing] worst max-slew margin expressed relative to the limit 0.609
[logic_synthesis] biggest area contributors in the synthesized netlist sky130_fd_sc_hd__edfxtp_1 59%, sky130_fd_sc_hd__mux2i_1 20%, sky130_fd_sc_hd__a22oi_1 5.1%, sky130_fd_sc_hd__mux4_2 2.8%, sky130_fd_sc_hd__dfxtp_1 2.5%
[hold_path] HP Class reg -> reg
[final_timing] WHS 653 ps
[logic_synthesis] synthesized instance count 1770
[layout] post-synthesis to final-layout area growth 20.4%
[placed_design] Final GP Congestion 0.905
[placed_design] total of buffers placed on input and output ports 116
[logic_synthesis] Yosys Chip Area 26100 um^2
[cts] insertion delay to the later sink of the worst-skew pair 630 ps
[logic_synthesis] simple-gate portion of the synthesized area 0.0471
[logic_synthesis] area fraction in compound gates after synthesis 0.0743
[global_routing] number of global-route vias before repair 18.1k
[cts] # hold bufs at CTS 0
==> worst register-to-register path, stage by stage (launching register included) <==
cell,delay [ps]
sky130_fd_sc_hd__edfxtp_1,390
sky130_fd_sc_hd__mux2i_1,150
sky130_fd_sc_hd__a22o_1,180
sky130_fd_sc_hd__nor3_1,70
sky130_fd_sc_hd__buf_4,170
sky130_fd_sc_hd__a31oi_1,240
sky130_fd_sc_hd__nand3_1,190
==> state kept, by name, summed over array words and instances (netlist names) <==
signal / count
BR: 16
AR: 16
reg_bank: 512
==> report_power, final <==
part,internal (uW),leakage [uW],switching [uW]
Clock,3930,0.000967,2700
Sequential,7740,0.00490,72.4
Combinational,761,0.00561,981
Total,12400,0.0115,3750
==> metrics by stage <==
stage | instance area (um^2) | setup WS [ps] | util | std cells | power (uW)
after detailed placement | 29500 | 136 | 0.344 | 3040 | 9700
after global routing | 31500 | 130 | 0.367 | 3148 | 16600
after CTS | 31500 | 132 | 0.367 | 3148 | 16300
after global placement | 29500 | 123 | 0.344 | 3040 | 9680
after floorplan | 26100 | 953 | - | 1770 | 8860
final | 31500 | 194 | 0.367 | 3149 | 16200
==> routing by layer <==
layer | vias up | track usage | part of all wire | routed length, um
li1 | 7473 | - | - | -
met1 | 8363 | 0.222 | 0.35 | 28900
met2 | 1019 | 0.298 | 0.46 | 37800
met3 | 222 | 0.133 | 0.15 | 12300
met4 | 12 | 0.0679 | 0.046 | 3810
met5 | - | 0.00216 | 0.00094 | 78
==> layout make-up <==
| class | instances | area (um^2) | area share |
|---|---|---|---|
| diodes | 1 | 2.50 | 0.0000795 |
| clock inverters | 32 | 314 | 0.00998 |
| multi-input cells | 1084 | 9330 | 0.296 |
| repair buffers | 268 | 2720 | 0.0863 |
| flip-flops and latches | 544 | 16000 | 0.509 |
| well taps | 1144 | 1430 | 0.0455 |
| clock buffers | 76 | 1660 | 0.0529 |
==> logic make-up after synthesis <==
logic type,Yosys count
muxes,560
buffers and inverters,142
DFF,544
and+or+nand+nor,252
AOI/OAI and AO/OA,272
==> final timing paths <==
check / start / end / slack (ps)
setup / recovery: ans_dm[2] / A[2] / 190
hold / removal: reg_bank[11][8] / AR[8] / 650
setup reg to reg: reg_bank[0][6] / AR[6] / 1770
hold reg to reg: reg_bank[11][8] / AR[8] / 650
==> cells in the final DEF, fill, tap and decap left out, drive strengths merged <==
master / synthesis / layout
a21oi: 48 / 48
a22o: 32 / 32
a22oi: 176 / 176
a31oi: 16 / 16
and2: 3 / 3
buf: 105 / 156
bufinv: 0 / 5
clkbuf: 37 / 76
clkdlybuf4s50: 0 / 112
clkinv: 0 / 23
clkinvlp: 0 / 3
dfxtp: 32 / 32
diode: 0 / 1
edfxtp: 512 / 512
inv: 0 / 1
mux2: 16 / 16
mux2i: 512 / 512
mux4: 32 / 32
nand2: 50 / 50
nand2b: 5 / 5
nand3: 97 / 97
nand3b: 3 / 3
nand4: 32 / 32
nor2: 36 / 36
nor2b: 5 / 5
nor3: 16 / 16
or2: 2 / 2
or3: 1 / 1
or3b: 2 / 2
No activity file was given, so power comes from the tool's default toggle rates.
